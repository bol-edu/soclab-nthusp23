==> design.v <==
module seq_gcd (
        clk,
        rst_n,
        load_i,
        a_i,
        b_i,
        gcd_o,
        done_o
);
        input wire clk;
        input wire rst_n;
        input wire load_i;
        input wire [31:0] a_i;
        input wire [31:0] b_i;
        output wire [31:0] gcd_o;
        output reg done_o;
        reg [31:0] a_q;
        reg [31:0] b_q;
        wire [31:0] a_muxed;
        wire [31:0] b_muxed;
        reg CS;
        reg NS;
        reg load_int;
        always @(posedge clk or negedge rst_n) begin : proc_seq
                if (~rst_n) begin
                        a_q <= 0;
                        b_q <= 0;
                end
                else begin
                        a_q <= a_muxed;
                        b_q <= b_muxed;
                end
        end
        assign gcd_o = a_q;
        assign a_muxed = (load_int ? a_i : b_q);
        assign b_muxed = (load_int ? b_i : a_q % b_q);
        always @(posedge clk or negedge rst_n) begin : proc_update_state
                if (~rst_n)
                        CS <= 1'd0;
                else
                        CS <= NS;
        end
        always @(*) begin : proc_compute_NS
                load_int = 1'b0;
                done_o = 1'b0;
                case (CS)
                        1'd0: begin
                                done_o = 1'b0;
                                load_int = load_i;
                                if (load_i)
                                        NS = 1'd1;
                                else
                                        NS = 1'd0;
                        end
                        1'd1: begin
                                load_int = 1'b0;
                                done_o = b_q == 0;
                                if (b_q == 0)
                                        NS = 1'd0;
                                else
                                        NS = 1'd1;
                        end
                endcase
        end
endmodule
==> run.sh <==
#!/bin/bash
# OpenROAD 26Q1-2900-gdf79404cd8, Yosys 0.63+post, stock flow scripts
make -C /OpenROAD-flow-scripts/flow DESIGN_CONFIG=/design/flow/config.mk WORK_HOME=/design/flow/orfs finish
==> config.mk <==
export PLATFORM = sky130hd
export DESIGN_NAME = seq_gcd
export DESIGN_NICKNAME = seq_gcd
export VERILOG_FILES = /design/flow/design.v
export SDC_FILE = /design/flow/constraint.sdc
export NUM_CORES = 4
export LEC_CHECK = 1
export CORE_UTILIZATION = 40
==> constraint.sdc <==
current_design seq_gcd

set clk_period 204.1
set clk_io_pct 0.2

create_clock -name clk0 -period $clk_period [get_ports {clk}]

set non_clock_inputs [all_inputs -no_clocks]
set_input_delay [expr $clk_period * $clk_io_pct] -clock clk0 $non_clock_inputs
set_output_delay [expr $clk_period * $clk_io_pct] -clock clk0 [all_outputs]
==> changes_impl.md <==
## Implementation

* Vias in the first global route at 34100
* Area growth syn-to-layout at 8.64%
* Synth Flop Type: dfrtp_1
* Largest net degree at the start of global routing at 54
* Yosys stat cell total at 4724
* Max Root-Sink Buffers at 2
* Setup TNS at 0 ns
* Slowest cell on crit path: a2111oi_0
* Final hold violation count at 0
* Drt drc at 0
* Reg2reg setup slack at 117.42 ns
* Top cells, area: ha_1, a21oi_1, xnor2_1, nor2_1, nand2_1
* Async SR Flop Fraction at 100%
* Routing usage on met1 at 49.1%
* Drt total wl at 144000 um
* Top-Level Pins at 100
* Worst hold path depth at 2
* Worst path most repeated cell: ha_1
* Clk ins delay skew pair at 0.39 ns
* Syn avg cell area at 6.93 um2
* Die width at 288 um
* Worst Hold Class: reg -> reg
* Reg2reg end: b_q[19]
* Post-layout period usage at 42.5%
* Met3 Usage GRT at 6.92%
* Top Usage Layer GRT: met2
* Least-Margin Pin Slew at 1.29 ns
* Reg2Reg Depth at 279
* Mapped cell area at 32700 um2
* Tmin final at 86.68 ns
* Initial antenna violation count at 6
* Floorplan Utilization at 40.6%
* First-pass detailed-route iteration total at 12
* Post-route antenna net violation count at 0
* Most common logic cell in the routed design: ha_1
* Worst flop-to-flop path startpoint: b_q[17]
* Crit path kind: reg -> reg
* HPWL after DPL at 116000 um
* Root buffer cell: clkbuf_16
* CP startpoint kind: register
* Most numerous logic cells after layout: ha_1, nor2_1, nand2_1
* #FFs+latches synth at 65
* CTS Sinks at 65
* RSZ-0062 raised after global routing: no
* Synth area leader: ha_1
* CTS Hold Buffers Added at 0
* Max-area cell share at 20.2%
* H-tree depth reported by CTS at 3
* First-pass GRT wire length at 214000 um
* Worst slew margin at 11.7%
* CTS resizes at 0
* Outcome: finished, final reports clean
* Unique cell types at 92
* Setup violations, final at 0
* Crit path DAT at 86.88 ns
* Layout cell share with drive strength beyond 1 at 6.43%
* RD Place Congestion at 1.07
* Cell Rows at 104
* Total of max-cap violations at 0
* CP Max Fanout at 37
* Die area at 83000 um2
* Routed len/inst at 24.7 um
* Total gr overflow at 0
* Cts bufs inserted at 9
* Post-route core utilization at 44.1%
* Fmax achieved at 0.0115 GHz
* Hold endpoint: CS
* GR Util All Layers at 34.7%
* Iter 0 DRT Violations at 3686
* DIE HEIGHT at 288 um
* Met2 Track Usage GR at 52.2%
* Syn Inst Count at 4724
* Number of setup buffers added after CTS at 0
* Setup crit end kind: register
* Hold_sp: CS
* PortBufs at 99
* Fillcell total at 8375
* FF/Latch Area at 1630 um2
* Yosys warns at 1
* Vias per cell at 6.37
* Chip area line of the yosys report at 32700 um2
* CTS tree: done
* Comb. cell area at 29800 um2
* Post-synth EDFFs at 0
* Clock slew at reported path FFs at 0.07 ns
* Area of the core at 80700 um2
* Clock skew at 0.0216 ns
* Antenna cell count at 0
* Final slew viol count at 0
* Seq share, synth at 4.97%
* CP peak stage delay at 1.10 ns
* Crit path DRT at 204.30 ns
* Stage-log warning count at 26
* Routed vias at 37200
-- layer usage --
layer	wire (um)	part of all wire [%]
met1	63400	44
met2	60900	42
met3	13400	9.3
met4	6330	4.4
met5	66	0.046
-- registers in the layout, summed over array words and instances, names as in the netlist --
register	cells
a_q	32
b_q	32
CS	1
-- worst max path at each step --
stage,start,to,slack (ns),cells after the start
CTS,b_q[17],b_q[19],120.00,283
global route,b_q[24],b_q[19],112.15,284
finish,b_q[17],b_q[19],117.42,279
-- worst max-delay path, delay by kind of cell, from the launching register on --
kind            cells  cell delay (ns)
compound gates    157            48.19
simple gates       71            21.36
fa+ha+maj          31            10.38
buf+inv            13             3.41
mux                 7             2.44
flops               1             0.51
-- synthesized netlist by cell type (14+ instances only) --
cell type / instances
ha_1: 529
nor2_1: 499
nand2_1: 480
a21oi_1: 403
o21ai_0: 293
xnor2_1: 227
a21o_1: 209
inv_1: 198
nor3_1: 147
xor2_1: 142
clkbuf_1: 133
o21a_1: 120
nand3_1: 116
a31oi_1: 72
nand4_1: 66
dfrtp_1: 65
o211ai_1: 62
a211oi_1: 55
mux2_2: 55
o21bai_1: 55
or3_1: 49
or2_2: 47
nand2b_1: 43
o31ai_1: 43
mux2i_1: 42
nor4_1: 40
and3_1: 39
and2_1: 38
nor2b_1: 30
a21boi_0: 26
a211o_1: 24
a2111oi_0: 23
a31o_2: 21
nor3b_1: 15
o21ai_1: 15
a221o_1: 14
a221oi_1: 14
buf_1: 14
o31a_1: 14
-- layout make-up --
type                            instances  share of cell area [%]
Multi-Input combinational cell       4305                    83.9
Timing Repair Buffer                  194                    4.79
Sequential cell                        65                    4.57
Tap cell                             1060                    3.73
Inverter                              198                    2.09
Clock buffer                            9                   0.633
Clock inverter                          7                   0.236
-- through the flow --
step / worst slack (ns) / std cells / hold slack (ns) / instance area [um2]
floorplan: 133.17 / 4724 / 0.485 / 32700
global placement: 120.81 / 5822 / 0.641 / 35200
detailed placement: 120.35 / 5822 / 0.642 / 35200
CTS: 120.00 / 5838 / 0.656 / 35600
global route: 112.15 / 5838 / 0.694 / 35600
finish: 117.42 / 5838 / 0.656 / 35600
-- cell families after synthesis --
family,Yosys count,synth area share (%)
xor+xnor,369,9.88
mux,97,3.18
buf+inv,354,4.09
simple gates,1666,23.9
fa+ha+maj,530,20.3
compound gates,1643,33.7
flops,65,4.97
